==> flow/design.v <==
`timescale 1ns/1ns
module Controller(opcode, func, eq, RegDst, ALUsrc, MemWrite, MemRead, MemtoReg, RegWrite, jsel, PCsrc, clr, jalRegSel,jalWriteSel, ALUoperation);
  input[5:0] opcode, func;
  input eq;
  output RegDst,ALUsrc,MemWrite,MemRead,MemtoReg,RegWrite;
  reg RegDst,ALUsrc,MemWrite,MemRead,MemtoReg,RegWrite;
  output[1:0] jsel;
  reg[1:0] jsel;
  output PCsrc;
  reg PCsrc;
  output clr;
  output jalRegSel, jalWriteSel;
  reg jalRegSel, jalWriteSel;
  output [2:0] ALUoperation;
  reg[2:0] ALUoperation;
  reg[1:0] ALUop;
  reg Branch;
  always @(opcode, func, eq)begin
    {RegDst, RegWrite, ALUsrc, MemtoReg, MemWrite, MemRead, Branch, jalRegSel, jalWriteSel, jsel, PCsrc, ALUop} = 15'd0;
    case(opcode)
      6'b000000: begin
        if(func != 6'b001000)begin
          RegWrite = 1'b1;
          ALUop = 2'b10;
        end
        else begin
        jsel = 2'b10;
        PCsrc = 1'b1;
        end
      end
      6'b100011: begin 
        {ALUsrc, RegDst, MemRead, MemtoReg, RegWrite} = 5'b11111;
      end
      6'b101011: begin 
       {ALUsrc, MemWrite} = 2'b11;
      end
      6'b000010: begin 
        jsel = 2'b01;
        PCsrc = 1'b1;
      end
      6'b000011: begin 
        {RegWrite, jalRegSel, jalWriteSel, PCsrc} = 4'b1111;
        jsel = 2'b01;
      end
      6'b000100: begin 
        Branch = 1'b1;
        ALUop = 2'b01;
        PCsrc = eq;
      end
      6'b000101: begin 
        Branch = 1'b1;
        ALUop = 2'b01;
        PCsrc = ~eq;
      end
      6'b001000: begin 
       {ALUsrc, RegDst, RegWrite} = 3'b111;
      end
      6'b001010: begin 
       {ALUsrc, RegDst, RegWrite} = 3'b111;
        ALUop = 2'b11;
      end
    endcase
  end
  always@(ALUop,func)begin
    ALUoperation = 3'b101;
    case (ALUop)
      2'b00: begin
        ALUoperation = 3'b010;
      end
      2'b01: begin
        ALUoperation = 3'b110;
      end
      2'b10: begin
        case(func)
        6'b100000: ALUoperation = 3'b010;
        6'b100010: ALUoperation = 3'b110;
        6'b100100: ALUoperation = 3'b000;
        6'b100101: ALUoperation = 3'b001;
        6'b101010: ALUoperation = 3'b111;
        endcase
      end 
      2'b11: begin
        ALUoperation = 3'b111;
      end 
    endcase
  end
  assign clr = ((opcode == 6'b000100) && (eq==1'b1)) || (opcode == 6'b000101 && eq==1'b0) || (jsel != 2'b00);
endmodule
==> flow/run.sh <==
#!/bin/bash
# OpenROAD 26Q1-2900-gdf79404cd8, Yosys 0.63+post, stock flow scripts
make -C /OpenROAD-flow-scripts/flow DESIGN_CONFIG=/design/flow/config.mk WORK_HOME=/design/flow/orfs finish
==> flow/config.mk <==
export PLATFORM = sky130hd
export DESIGN_NAME = Controller
export DESIGN_NICKNAME = Controller
export VERILOG_FILES = /design/flow/design.v
export SDC_FILE = /design/flow/constraint.sdc
export NUM_CORES = 4
export LEC_CHECK = 1
export CORE_AREA = 10 10 70 70
export DIE_AREA = 0 0 80 80
==> flow/constraint.sdc <==
current_design Controller

set clk_period 1.9
set clk_io_pct 0.2

create_clock -name clk0 -period $clk_period

set non_clock_inputs [all_inputs -no_clocks]
set_input_delay [expr $clk_period * $clk_io_pct] -clock clk0 $non_clock_inputs
set_output_delay [expr $clk_period * $clk_io_pct] -clock clk0 [all_outputs]
==> results.yml <==
# physical design summary
drt:
  drtPass1Iterations: 2
  detail_route.wl_per_cell_um: 11.1
  ant_nets: 0
  drtIter0Drc: 18
  totalWireLength_um: 1460
  drc: 0
  vias_per_cell: 3.67
  num_vias: 484
  diodes: 0
global_route:
  grt_pass1_vias: 499
  grt_max_degree: 9
  grtUsageMet3_pct: 2.61
  use_met1_pct: 5.81
  grt_util_met2_pct: 6.10
  track_usage_pct: 4.32
  grt-busiest-layer: "met2"
  overflow: 0
  grt_pass1_wl_um: 2330
  antenna_found_initial: 0
timing:
  rsz0062_at_grt: "yes"
  setup_ws_ns: 0.0140
  max_slew_margin_pct: 76.5
  tns_ns: 0
  setup_viol: 0
  period_needed_ns: 1.89
  worst_pin_slew_ns: 0.352
  fmax_mhz: 530
  min_period_over_period_pct: 99.3
  holdWs_ns: 1.17
  hold_viol_final: 0
  slew_violations: 0
layout:
  final_util_pct: 25.5
  fin_area_sq_um: 872
  nFillCells: 362
  regArea_sq_um: 0
  drive_gt1_share_pct: 61.6
  clkbuf_count: 0
  syn_to_final_growth_pct: 178
  finalNonFillerCells: 132
  seq_cells: 0
floorplan:
  dieArea_sq_mm: 0.00640
  rows: 21
  io-pin-count: 28
  coreArea_sq_mm: 0.00342
  die_h_um: 80
  die_w_um: 80
  fp_util_pct: 9.19
logic_synthesis:
  yosys_cells: 41
  ys_chip_area_sq_um: 314
  syn-instance-count: 41
  synth_warnings: 1
  synth_area_per_cell_sq_um: 7.66
  syn_area_sq_um: 314
  ys_seq_share_pct: 0
  synth.distinct_cells: 28
clocking:
  holdBufCountCts: 0
placed_design:
  pre_cts_ws_ns: -0.601
  dp_hpwl_um: 1250
  placed_area_sq_um: 759
  dp.cells: 129
  place.gp.congestion: 0.791
  io_buffers: 28
setup_path:
  cp-start-kind: "input port"
  criticalPathCategory: "input port to output pin"
  max_stage_delay_ns: 0.39
  cp_num_buf_inv: 3
  path_delay_family: "simple AND/OR/NAND/NOR gates"
  crit_slowest_cell: "or3_4"
  cp-end-kind: "output pin"
  worstPathArrival_ns: 1.51
  cp_cell_sequence: "buf_6, or3_4, o311ai_4, buf_4, o211ai_1, buf_2"
  crit_required_ns: 1.52
  critPathMaxFanout: 2
power:
  p_total_uw: 126
  vdd_drop_max_mv: 0.0762
  power_density_mw_per_mm2: 144
  leakagePower_nw: 0.367
job:
  cap_violations: 0
  warnings: 34
run_status:
  status: "complete, no violations"
hold_path:
  min_path_type: "input port to output pin"
cells in the final DEF, fill, tap and decap left out, drive strengths merged:
| cell type | Yosys | final |
|---|---|---|
| o21bai | 1 | 1 |
| nor3b | 2 | 2 |
| or3 | 3 | 3 |
| and4b | 1 | 1 |
| and3 | 1 | 1 |
| o21ai | 2 | 2 |
| or2 | 1 | 1 |
| inv | 2 | 2 |
| nand4 | 1 | 1 |
| and4 | 1 | 1 |
| nor4b | 1 | 1 |
| o311ai | 1 | 1 |
| a2111oi | 2 | 2 |
| nand2 | 1 | 1 |
| and4bb | 1 | 1 |
| nor4 | 1 | 1 |
| xor2 | 2 | 2 |
| a22oi | 1 | 1 |
| nor2 | 3 | 3 |
| buf | 3 | 32 |
| dlygate4sd2 | 0 | 5 |
| nor3 | 3 | 3 |
| nand3 | 1 | 1 |
| clkdlybuf4s50 | 0 | 7 |
| clkbuf | 0 | 2 |
| o22a | 1 | 1 |
| nand2b | 3 | 3 |
| clkdlybuf4s15 | 0 | 2 |
| o211ai | 2 | 2 |
synth_stat cells, types with 2 or more instances:
cell type	number	area (sq um)
nand2b_1	3	18.8
nor2_1	3	11.3
a2111oi_0	2	17.5
buf_4	2	15.0
inv_1	2	7.51
nor3_2	2	20.0
nor3b_1	2	15.0
o211ai_1	2	15.0
o21ai_1	2	10.0
or3_1	2	12.5
xor2_1	2	17.5
final cells by class:
| cell class | instances | area [sq um] | area share, % |
|---|---|---|---|
| inverters | 2 | 7.51 | 0.861 |
| well taps | 46 | 57.6 | 6.60 |
| repair buffers | 48 | 435 | 49.9 |
| multi-input cells | 36 | 372 | 42.6 |
where the power goes:
group	internal [mW]	switching [mW]
registers	0	0
logic	0.0733	0.0524
clock network	0	0
total	0.0733	0.0524
what timing repair did:
action | CTS | global route
setup buffers | 4 | 1
endpoints found under the setup margin | 15 | 11
gates resized | 76 | 26
pin swaps | 10 | 7
hold endpoints to repair | 0 | 0
kinds of logic after synthesis:
kind of cell | Yosys count | share of synthesized area (%)
buffers and inverters | 5 | 8.76
AOI/OAI and AO/OA | 10 | 29.5
xor gates and xnor gates | 2 | 5.58
and+or+nand+nor | 24 | 56.2
layer usage:
metal  wire length, um  part of all wire, %  vias up
met2               553                   38       21
li1                  -                    -      252
met4                 0                    0        0
met3               251                   17        0
met1               657                   45      211
met5                 0                    0        -
path summary, 6_finish.rpt:
check / cells after the start / to / from / slack, ns
max: 6 / RegWrite / func[0] / 0.01
min: 4 / ALUoperation[2] / func[1] / 1.17
Power and IR drop assume default switching activity.
